`flow/design.v`:
```
module regfile #(parameter DATAWIDTH = 32)(
    input clk,
    input [4:0] readReg1,
    input [4:0] readReg2,
    input [4:0] writeReg,
    input [DATAWIDTH-1:0] writeData,
    input write,
    output reg [DATAWIDTH-1:0] readData1,
    output reg [DATAWIDTH-1:0] readData2
);
    reg [DATAWIDTH-1:0] regtable [31:0];
    integer i;
    initial 
    begin
        for (i = 0; i < DATAWIDTH; i = i + 1) begin
            regtable[i] = 0;
        end
    end
    always @(posedge clk) begin
        if (write) begin
            regtable[writeReg] <= writeData;
        end
        readData1 <= regtable[readReg1];
        readData2 <= regtable[readReg2];
        if (write && writeReg == readReg1) 
        begin
            readData1 <= writeData;
        end
        if (write && writeReg == readReg2) 
        begin
            readData2 <= writeData;
        end
    end
endmodule
```
`flow/run.sh`:
```
#!/bin/bash
# OpenROAD 26Q1-2900-gdf79404cd8, Yosys 0.63+post, stock flow scripts
make -C /OpenROAD-flow-scripts/flow DESIGN_CONFIG=/design/flow/config.mk WORK_HOME=/design/flow/orfs finish
```
`flow/constraint.sdc`:
```
current_design regfile

set clk_period 17.7
set clk_io_pct 0.2

create_clock -name clk0 -period $clk_period [get_ports {clk}]

set non_clock_inputs [all_inputs -no_clocks]
set_input_delay [expr $clk_period * $clk_io_pct] -clock clk0 $non_clock_inputs
set_output_delay [expr $clk_period * $clk_io_pct] -clock clk0 [all_outputs]
```
`flow/config.mk`:
```
export PLATFORM = sky130hd
export DESIGN_NAME = regfile
export DESIGN_NICKNAME = regfile
export VERILOG_FILES = /design/flow/design.v
export SDC_FILE = /design/flow/constraint.sdc
export NUM_CORES = 4
export LEC_CHECK = 1
export CORE_UTILIZATION = 50
```
==> out/summary.log <==
qor: status.run_status completed
qor: floorplanning.core 96900 um^2
qor: clock_tree.cts_inserted_buffers 109
qor: sta.setup_viol_count_final 0
qor: power_and_ir_drop.cell_area_power_density 98.8 nW/um^2
qor: worst_hold_path.min-delay-start readReg1[0]
qor: power_and_ir_drop.power.leakage 20.1 nW
qor: setup_path.crit_end readData2[9]
qor: placed_design.place_area 51400 um^2
qor: setup_path.critPathMaxFanout 46
qor: clock_tree.cts_tree yes
qor: floorplanning.floorplan.initialDensity 50.6%
qor: sta.period_used_share 53.9%
qor: final_layout.largest_register_ffs 1024
qor: grt.top_usage_layer met2
qor: sta.finalHoldViolations 0
qor: grt.grt.total_usage 34.3%
qor: grt.grt_pass1_vias 33100
qor: sta.grt_setup_unrepaired no
qor: power_and_ir_drop.clock_power_share 40.2%
qor: final_layout.finish.utilization 56.6%
qor: yosys.syn-instance-count 3396
qor: worst_hold_path.min-delay-path-class in2reg
qor: detailed_routing.route.final.wire_length 154 mm
qor: power_and_ir_drop.intPower 4.15 mW
qor: power_and_ir_drop.pwr-share-comb 9.2%
qor: power_and_ir_drop.power.switching 1.26 mW
qor: sta.setup_total_negative_slack 0 ns
qor: floorplanning.fp.dieH 315 um
qor: yosys.yosys_warnings 1
qor: grt.grt_pass1_wl 221 mm
qor: grt.antenna_found_initial 2
qor: placed_design.port-buffer-count 112
qor: grt.maximum_number_of_pins_on_one_net_before_global_route_repair 101
qor: clock_tree.cts_htree_levels 3
qor: final_layout.flow.area_growth_from_synthesis 11.8%
qor: detailed_routing.detailroute.via_count 31400
qor: power_and_ir_drop.vdd.ir_drop.worst 0.0000687 V
qor: setup_path.cp_cell_sequence buf_4 -> buf_4 -> buf_4 -> buf_4 -> mux2i_1 -> a22o_1 -> nor3_1 -> a31oi_1 -> nand3_1 -> clkdlybuf4s50_1
qor: grt.groute.layer.met3.usage 26.1%
qor: yosys.yosys-top-cells-area edfxtp_1 63%, mux2i_1 21%, a22oi_1 2.9%
qor: sta.worst_pin_slew 1.02 ns
qor: yosys.postSynthAreaPerCell 14.4 um^2
qor: clock_tree.cts_max_path_buffers 3
qor: placed_design.gpl.final_weighted_congestion 0.883
qor: final_layout.largestRegisters regtable x1024
qor: grt.grt_overflow 0
qor: floorplanning.placement_rows 114
qor: power_and_ir_drop.power.share.sequential 50.6%
qor: grt.global_route.usage.met2 47.8%
qor: yosys.yosys.stat.chipArea 49000 um^2
qor: setup_path.critical_path.startpoint_type flip-flop
qor: yosys.seq_area_frac_synth 63.2%
qor: setup_path.cp.required 14.16 ns
qor: final_layout.top_register regtable
qor: setup_path.timing.critical_path.to_type primary output
qor: clock_tree.cts.reportedPaths.clkPinSlew 0.06 ns
qor: clock_tree.clock_tree.root_cell clkbuf_16
qor: worst_hold_path.hold-path-cell-count 1
qor: floorplanning.chip_area 99200 um^2
qor: sta.maxClockFrequency 105 MHz
qor: yosys.edf_count 1024
qor: yosys.ys.flops 1034
qor: clock_tree.cts.repair_timing.setup_buffer_count 0
qor: yosys.synth.yosys.num_cells 3396
qor: power_and_ir_drop.fin_total_pwr 5.41 mW
qor: clock_tree.cts_num_sinks 1034
qor: setup_path.max_stage_delay 0.77 ns
qor: yosys.synthesis.area 49000 um^2
qor: yosys.most_common_library_cells_after_synthesis 1024 x edfxtp_1, 1024 x mux2i_1, 195 x nand2_1, 194 x nand3_1
qor: final_layout.stdcell_area 54800 um^2
qor: floorplanning.top_level_port_count 113
qor: final_layout.post_route_cells_drive_above_1_share 8.89%
qor: yosys.synthDominantCellAreaShare 62.8%
qor: detailed_routing.route.detailed.wl_per_inst 31.8 um
qor: placed_design.dp_hpwl 82.5 mm
qor: grt.grtUsageMet1 43.3%
qor: sta.slew_hr 31.5%
qor: job.cap_viol_max_count 0
qor: detailed_routing.vias_per_cell 6.47
qor: sta.final.min_clock_period 9.55 ns
qor: setup_path.cpMaxStageDelayCell buf_4
qor: yosys.synth.lib_cells_used.distinct 24
qor: floorplanning.die.size.x 315 um
qor: detailed_routing.drcViolationCount 0
qor: detailed_routing.final_antenna_net_count 0
qor: yosys.netlist.top_cell.by_area edfxtp_1
qor: setup_path.critPathKind reg2out
qor: setup_path.cp_data_arrival_time 6.01 ns
qor: clock_tree.cts_hold_buf 0
qor: detailed_routing.drt-pass1-iter-count 22
qor: detailed_routing.drtIter0Drc 2357
qor: power_and_ir_drop.switching_share 23.3%
qor: yosys.synthArstFlopShare 0%
qor: yosys.ys.flop_type edfxtp_1
qor: setup_path.crit_top_cell buf_4
qor: clock_tree.postCtsResizedCells 0
qor: sta.drv_slew 0
qor: final_layout.nFillCells 7276
qor: job.number_of_openroad_warnings 29
[final cells by class]
| cell class | instances | area, um^2 | area share [%] |
|---|---|---|---|
| timing repair buffer | 233 | 2080 | 3.80 |
| multi-input combinational | 2109 | 16800 | 30.6 |
| clock inverter | 69 | 531 | 0.968 |
| sequential | 1034 | 31000 | 56.5 |
| antenna | 2 | 5.00 | 0.00914 |
| clock buffer | 132 | 2840 | 5.18 |
| tap | 1276 | 1600 | 2.91 |
[metal layers]
layer  up-vias  wire, um  share of wire [%]
met2      2183     68500                 44
li1      13600         -                  -
met4        13      5640                3.6
met5         -       334               0.22
met1     15300     52700                 34
met3       358     27300                 18
[worst max-delay path: cells and delay by family, from the launching register on]
kind | cells | cell delay (ns)
multiplexers | 1 | 0.21
flip-flops | 1 | 0.76
AND-OR/OR-AND | 2 | 0.42
buffers and inverters | 5 | 3.40
AND/OR/NAND/NOR | 2 | 0.37
[worst min path at each step]
stage	endpoint	slack (ns)
finish	flip-flop	3.29
global route	flip-flop	3.29
CTS	flip-flop	3.26
[logic make-up (layout without fill, tap and decap cells)]
logic type | count (synthesis) | count (layout) | share of synthesized area (%)
simple gates | 509 | 509 | 4.69
compound gates | 576 | 576 | 8.01
other cells | 0 | 2 | 0
mux | 1024 | 1024 | 20.9
buf+inv | 253 | 434 | 3.20
flops | 1034 | 1034 | 63.2
[layout by cell type, fill, tap and decap left out, types with 4 or more instances in the layout]
cell / n
a22oi_1: 192
a21oi_1: 192
inv_6: 4
clkinv_1: 35
a22o_1: 128
clkbuf_16: 110
clkinv_2: 20
mux2i_1: 1024
nor3_1: 64
bufinv_16: 8
nor2_4: 34
dfxtp_1: 8
buf_12: 4
a31oi_1: 64
edfxtp_1: 1024
clkdlybuf4s50_1: 112
clkbuf_1: 22
buf_4: 117
nor2b_4: 4
nand3_1: 194
nand2b_2: 4
nand2_1: 193
nand3b_1: 5
[metrics by stage]
step	setup WS [ns]	instances	hold WS, ns
2_1_floorplan	11.73	3396	3.57
4_1_cts	8.22	4853	3.26
5_1_grt	7.90	4853	3.29
6_report	8.15	4855	3.29
3_5_place_dp	8.98	4652	3.99
3_3_place_gp	9.05	4652	4.00
[power groups by stage]
| stage | sequential [mW] | clock [mW] | combinational [mW] |
|---|---|---|---|
| finish | 2.74 | 2.18 | 0.496 |
| global route | 2.74 | 2.30 | 0.524 |
| CTS | 2.74 | 2.21 | 0.489 |
Power is estimated from default activity; no workload was simulated.
